`run.sh`:
```
#!/bin/bash
# OpenROAD 26Q1-2900-gdf79404cd8, Yosys 0.63+post, stock flow scripts
make -C /OpenROAD-flow-scripts/flow DESIGN_CONFIG=/design/flow/config.mk WORK_HOME=/design/flow/orfs finish
```
`config.mk`:
```
export PLATFORM = sky130hd
export DESIGN_NAME = mealy_seq
export DESIGN_NICKNAME = mealy_seq
export VERILOG_FILES = /design/flow/design.v
export SDC_FILE = /design/flow/constraint.sdc
export NUM_CORES = 4
export LEC_CHECK = 1
export CORE_AREA = 10 10 70 70
export DIE_AREA = 0 0 80 80
```
`constraint.sdc`:
```
current_design mealy_seq

set clk_period 1.6
set clk_io_pct 0.2

create_clock -name clk0 -period $clk_period [get_ports {clk}]

set non_clock_inputs [all_inputs -no_clocks]
set_input_delay [expr $clk_period * $clk_io_pct] -clock clk0 $non_clock_inputs
set_output_delay [expr $clk_period * $clk_io_pct] -clock clk0 [all_outputs]
```
`design.v`:
```
module mealy_seq(
  input in,clk,rst,
  output  out);
  parameter s1=0;
  parameter s2=1;
  parameter s3=2;
  parameter s4=3;
  parameter s5=4;
  reg [2:0] p_state=0;
  reg [2:0] n_state=0;
  always@(posedge clk) begin
    if(rst) begin
      p_state <=s1;
    end
    else begin
      p_state <= n_state;
    end
  end
  always@(p_state or in) begin
    case(p_state)
      s1: begin
        if(in)
          n_state <= s2;
        else
          n_state <= s1;
      end
      s2: begin
        if(in)
          n_state <= s3;
        else
          n_state <= s1;
      end
      s3: begin
        if(in)
          n_state <= s3;
        else
          n_state <= s4;
      end
      s4: begin
        if(in)
          n_state <= s2;
        else
          n_state <= s5;
      end
      s5: begin
        if(in)
          n_state <= s2;
        else
          n_state <= s1;
      end
      default:n_state <=s1;
      endcase
    end
  assign out = (p_state==s5) && (in==1)? 1 : 0;
endmodule
```
==> qor.tcl <==
set qor(run_status) {finished, final reports clean}
set qor(drive_gt1_frac) 0.391
set qor(final_design_area_no_fill_um2) 274
set qor(unrepaired_setup_endpoints_after_global_routing) {no}
set qor(route.met2.wl_um) 133
set qor(numPlacedInstances) 64
set qor(timing.clock.skew_ns) 0.00408
set qor(area_growth_pct) 88.8
set qor(route.layer.met1.wl_um) 195
set qor(max_cap_violations) 0
set qor(flops_after_synth) 3
set qor(clock_tree_from_tritoncts) {done}
set qor(initial_core_util) 0.0425
set qor(regMostFlops) {p_state}
set qor(floorplan.die.width_um) 80
set qor(wl_met3_um) 60
set qor(global_routing_usage_summed_across_all_routing_layers) 0.0136
set qor(yosys_warnings) 1
set qor(timing.final.hold_violations) 0
set qor(worst_ir_drop_on_vdd_mv) 0.380
set qor(synth_area_um2) 145
set qor(layout.cells.most_common) {clkbuf_4}
set qor(diodes) 0
set qor(slew_viol_final) 0
set qor(cp.required_ns) 1.28
set qor(maxUsedRoutingLayer) {met3}
set qor(placement_rows) 21
set qor(synth.lib_cells_used.distinct) 12
set qor(cts_root_buffer) {clkbuf_4}
set qor(cp_top_family) {flip-flops}
set qor(first_pass_detailed_route_iteration_total) 2
set qor(synth_area_per_cell_um2) 10.4
set qor(avgViaCountPerCell) 1.97
set qor(pin_count_of_the_biggest_net_entering_global_routing) 7
set qor(hold_class) {flop to flop}
set qor(route.detailed.wl_per_inst_um) 5.64
set qor(cts_hold_buf) 0
set qor(worstPathBufferInverterCount) 1
set qor(cts.sink_count) 3
set qor(timing.final.setup_violations) 0
set qor(cp_slowest_stage_delay_ns) 0.34
set qor(yosysCellCount) 14
set qor(finalHoldWorstSlack_ns) 0.505
set qor(antenna_found_initial) 0
set qor(yosys-stat-area_um2) 145
set qor(final.period_utilization) 0.852
set qor(postPlaceCellArea_um2) 240
set qor(timing.critical_path.fanout_max) 6
set qor(grt.overflow.total) 0
set qor(clock.fmax_mhz) 734
set qor(log.warning_count) 25
set qor(leakage_power_total_nw) 0.0993
set qor(crit_type) {flop to output pin}
set qor(stdcell_count) 69
set qor(worst_slew_margin_relative_to_its_limit) 0.840
set qor(cts-root-to-sink-buffers) 2
set qor(htree_levels) 1
set qor(post_synth_inst_count) 14
set qor(first_global_vias) 136
set qor(gpl.final_weighted_congestion) 0.540
set qor(boundaryPins) 4
set qor(crit_arrival_ns) 1.04
set qor(synth_sequential_area_ratio) 0.414
set qor(max_ffs_per_register) 3
set qor(placeableCoreArea_um2) 3420
set qor(global_route_wire_length_before_repair_um) 648
set qor(cellPowerDensity_nw_per_um2) 885
set qor(end_kind) {output pin}
set qor(skew_pair_late_insertion_delay_ns) 0.24
set qor(critPathSlowestCell) {dfxtp_2}
set qor(critical_path.startpoint_type) {flop}
set qor(die-area_um2) 6400
set qor(post-layout-total-power_uw) 243
set qor(clock_buffer_count_from_cts) 3
set qor(route.vias.total) 136
set qor(count_of_input_and_output_buffers) 3
set qor(dr.first_iter.drc_count) 1
set qor(timing_worst_slew_pin_value_ns) 0.237
set qor(layout_top_cells_excl_fill_tap) {3 x clkbuf_4, 2 x dlygate4sd2_1, 2 x dfxtp_2, 2 x buf_4}
set qor(worst_setup_hold_path_clk_slew_ns) 0.04
set qor(timing.critical_path.cells) {and4bb_2 > dlygate4sd2_1}
set qor(route.antenna.remaining_nets) 0
set qor(die_h_um) 80
set qor(reg_top3) {p_state: 3 flops}
set qor(drt_wl_total_um) 389
set qor(drt_drc_violations_left) 0
set qor(finalWorstPathRequiredPeriod_ns) 1.36
==> path summary, 6_finish.rpt <==
path | start | slack (ns) | depth (start not counted) | endpoint
worst max register to register | p_state[0]$_SDFF_PP0_ | 0.49 | 3 | p_state[0]$_SDFF_PP0_
worst min register to register | p_state[1]$_SDFF_PP0_ | 0.50 | 2 | p_state[0]$_SDFF_PP0_
worst min-delay path | p_state[1]$_SDFF_PP0_ | 0.50 | 2 | p_state[0]$_SDFF_PP0_
worst max-delay path | p_state[1]$_SDFF_PP0_ | 0.24 | 2 | out
==> stage by stage <==
step                      setup WS [ns]  TNS (ns)  utilization
after floorplan                   0.630         0            -
after global placement           -0.246    -0.246       0.0703
after detailed placement         -0.241    -0.241       0.0703
after CTS                         0.215         0       0.0802
after global routing              0.168         0       0.0802
final                             0.237         0       0.0802
==> cells by family after synthesis <==
family             share of synthesized area
and+or+nand+nor                        0.474
DFF                                    0.414
AOI/OAI and AO/OA                      0.112
==> worst min-delay path: cells and delay by family (launching register included) <==
| kind | cells | cell delay, ns |
|---|---|---|
| flops | 1 | 0.33 |
| simple gates | 1 | 0.07 |
| compound gates | 1 | 0.07 |
==> synthesized netlist by cell type <==
cell type,instances,area (µm²)
dfxtp_1,3,60.1
and2b_1,1,7.51
or2b_1,1,7.51
nand2b_1,1,6.26
or4b_1,1,10.0
nor2b_1,1,6.26
nor2_1,1,3.75
nand3b_1,1,7.51
o41ai_1,1,8.76
and3_2,1,7.51
a21boi_0,1,7.51
and4bb_2,1,12.5
==> report_power, final <==
part / switching [mW] / internal, mW
sequential: 0.00261 / 0.0799
clock: 0.0420 / 0.0937
combinational: 0.00925 / 0.0152
total: 0.0539 / 0.189
==> per-layer routing <==
metal | GRT usage | vias up
met4 | 0.00352 | 0
met5 | 0 | -
li1 | - | 70
met2 | 0.0161 | 6
met1 | 0.0159 | 60
met3 | 0.0148 | 0
==> layout make-up <==
type	instances	area, µm²
clock buffer	4	26.3
fill	405	3140
multi-input combinational	11	85.1
sequential	3	62.6
tap	46	57.6
timing repair buffer	5	42.5
==> repair_timing <==
item                                    in CTS  in global routing
gates resized                                4                  0
endpoints found under the setup margin       1                  0
buffers inserted                             1                  0
